--- design/flow/run.sh ---
#!/bin/bash
# OpenROAD 26Q1-2900-gdf79404cd8, Yosys 0.63+post, stock flow scripts
make -C /OpenROAD-flow-scripts/flow DESIGN_CONFIG=/design/flow/config.mk WORK_HOME=/design/flow/orfs finish
--- design/flow/config.mk ---
export PLATFORM = sky130hd
export DESIGN_NAME = alu
export DESIGN_NICKNAME = alu
export VERILOG_FILES = /design/flow/design.v
export SDC_FILE = /design/flow/constraint.sdc
export NUM_CORES = 4
export LEC_CHECK = 1
export CORE_AREA = 10 10 70 70
export DIE_AREA = 0 0 80 80
--- design/flow/constraint.sdc ---
current_design alu

set clk_period 3.6
set clk_io_pct 0.2

create_clock -name clk0 -period $clk_period

set non_clock_inputs [all_inputs -no_clocks]
set_input_delay [expr $clk_period * $clk_io_pct] -clock clk0 $non_clock_inputs
set_output_delay [expr $clk_period * $clk_io_pct] -clock clk0 [all_outputs]
--- design/flow/design.v ---
module alu #(parameter width = 4)
            (input logic [width-1:0] a, b,
            input logic [1:0] alu_control,
            output logic [width-1:0] result,
            output logic [3:0] alu_flags);
logic [width-1:0] condinvb;
logic [width:0] sum;
assign condinvb = alu_control[0] ? ~b : b;
assign sum = a + condinvb + alu_control[0];
always_comb begin
    case (alu_control[1:0])
        2'b00: result = sum;
        2'b01: result = sum;
        2'b10: result = a & b;
        2'b11: result = a | b; 
    endcase
    alu_flags[3] = result[width-1];
    alu_flags[2] = (result == 0);
    alu_flags[1] = alu_control[1] & sum[width];
    alu_flags[0] = ~(alu_control[1]) & (a[width-1] ^ sum[width-1]) & ~(alu_control[0] ^ a[width-1] ^ b[width-1]); 
end
endmodule
==> flow_summary.json <==
{
  "status": "complete, no violations",
  "min_path_cells": 6,
  "nFlopsAndLatches": 0,
  "gp_congestion": 0.8410,
  "gr-total-overflow": 0,
  "core-area_mm2": 0.003416,
  "whs_endpoint": "alu_flags[2]",
  "place_inst": 118,
  "die_w_um": 80,
  "io_buffers": 18,
  "clkbuf_count": 0,
  "synth_cells": 42,
  "area_leaders": "ha_1 (15%), xor2_1 (10%), a21oi_1 (5.9%)",
  "rsz0062_at_grt": "false",
  "yosys_area_um2": 336.6,
  "p_leak_nw": 0.3003,
  "max_clock_freq_mhz": 285.2,
  "grt_pass1_wl_mm": 1.856,
  "worst_slew_pin_slew_ps": 381.3,
  "ys_warn_count": 1,
  "first_pass_iters": 4,
  "fin_cells": 120,
  "drt_iter0_markers": 9,
  "simple_gate_area_share_pct": 11.52,
  "vias_per_cell": 3.342,
  "warnings": 33,
  "fin_crit_ps": 3506,
  "layout-area-overhead-vs-synth_pct": 107.1,
  "num_vias": 401,
  "yosysTopAreaCell": "ha_1",
  "fp_util_pct": 9.853,
  "worst_ep_arrival_time_ps": 2790,
  "maxCapViolCount": 0,
  "synth_area_um2": 336.6,
  "synth_cell_types": 26,
  "synthTopLogicFamily": "AND-OR/OR-AND gates",
  "routedWlPerCell_um": 9.250,
  "first_global_vias": 419,
  "postSynthSeqShare_pct": 0,
  "hold_violations": 0,
  "slew_headroom_pct": 74.41,
  "syn_avg_cell_area_um2": 8.014,
  "antenna_found_initial": 0,
  "hp-start": "b[2]",
  "path_max_fanout": 2,
  "pre_cts_ws_ps": -350.9,
  "xor_area_share_pct": 15.24,
  "setup_ws_ps": 94.30,
  "total_power_mw": 0.1193,
  "hold_path.class": "input port to primary output",
  "cp_data_required_time_ps": 2880,
  "chip_area_mm2": 0.006400,
  "drive_above_1_share_pct": 39.19,
  "synth_top_area_share_pct": 14.87,
  "route.detailed.drc": 0,
  "std_cell_rows": 21,
  "synthAoiAreaFrac_pct": 31.97,
  "crit_type": "input port to primary output",
  "antenna_left": 0,
  "fin_util_pct": 20.40,
  "p_per_area_mw_per_mm2": 171.2,
  "die_y_um": 80,
  "slew_viol_final": 0,
  "diodes": 0,
  "ir_worst_vdd_uv": 71.53,
  "flop_area_um2": 0,
  "setup-tns-final_ps": 0,
  "grt_usage_pct": 3.406,
  "routed_wl_mm": 1.110,
  "ios": 18,
  "worstSetupEndpointType": "primary output",
  "finalSetupViolCount": 0,
  "mux_share_pct": 7.063,
  "yosysCellCount": 42,
  "fin_crit_sh_pct": 97.38,
  "fill_cells": 393,
  "adder_share_pct": 24.16,
  "grt_max_degree": 8,
  "startpoint_type": "input port",
  "dp_hpwl_um": 951.4
}
## layer usage
metal / vias to the layer above / global-route usage (%) / share of wire [%]
met5: - / 0 / 0
met1: 169 / 5.526 / 60
met3: 0 / 0.6818 / 8.3
li1: 213 / - / -
met4: 0 / 0 / 0
met2: 19 / 4.655 / 32
## synthesized netlist by cell type
cell,n
a2111oi_2,1
o21ai_2,1
nor2b_1,1
mux2i_1,1
a211o_1,1
nand3_1,1
maj3_2,1
a21boi_0,1
a311oi_1,1
mux2i_2,1
nand2_1,2
buf_6,1
xor2_2,1
a21o_1,1
a21o_2,1
a21oi_1,4
o21ai_0,3
xor2_1,4
a22oi_1,1
fa_1,1
buf_4,1
inv_1,4
or3_1,1
ha_1,4
nor2_1,2
nand2b_1,1
## through the flow
step	cell area (µm²)	hold WS, ps
3_3_place_gp	660.6	2496
2_1_floorplan	336.6	1503
3_5_place_dp	660.6	2495
4_1_cts	689.4	2424
6_report	696.9	2269
5_1_grt	696.9	2307
## cells in the final DEF, fill, tap and decap left out, types with 2 or more instances in the layout
cell type         n
nor2_1            2
clkdlybuf4s50_1  14
a21oi_1           4
nand2_1           2
clkbuf_2          2
buf_4            15
o21ai_0           3
inv_1             4
ha_1              4
xor2_2            4
dlygate4sd2_1     2
## cells by family (layout without fill, tap and decap cells)
group                    Yosys count  after routing
AND-OR/OR-AND                     15             15
buffers and inverters              6             38
XOR/XNOR                           5              5
multiplexers                       2              2
adder cells (fa/ha/maj)            6              6
AND/OR/NAND/NOR                    8              8
## worst max-delay path, cell delays in order
cell and delay (ps):
clkdlybuf4s50_1 510, mux2i_2 280, fa_2 480, a22oi_2 210, buf_4 130, clkdlybuf4s50_1 450
## power breakdown
group	switching (mW)	internal, mW
sequential	0	0
clock	0	0
combinational	0.0451	0.0743
## how the worst max path moves through the flow
stage                     startpoint            to  slack (ps)  cells past startpoint
after CTS             alu_control[0]  alu_flags[0]           9                     10
after global routing            b[0]     result[1]           2                      6
final                           b[0]     result[1]          90                      6
## layout make-up
type / count / area (µm²) / share of cell area (%)
multi-input combinational: 36 / 332.8 / 47.76
timing repair buffer: 34 / 291.5 / 41.83
tap: 46 / 57.56 / 8.259
inverter: 4 / 15.01 / 2.154
## timing repair
action,in CTS,in global routing
buffers inserted,3,0
gates resized,7,7
endpoints found under the setup margin,5,6
pin swaps,2,3
endpoints found under the hold margin,0,0
hold buffers,0,0
Power and IR drop assume default switching activity.
