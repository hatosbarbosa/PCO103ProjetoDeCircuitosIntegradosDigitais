<file path="flow/run.sh">
#!/bin/bash
# OpenROAD 26Q1-2900-gdf79404cd8, Yosys 0.63+post, stock flow scripts
make -C /OpenROAD-flow-scripts/flow DESIGN_CONFIG=/design/flow/config.mk WORK_HOME=/design/flow/orfs finish
</file>
<file path="flow/config.mk">
export PLATFORM = sky130hd
export DESIGN_NAME = alu_enhanced
export DESIGN_NICKNAME = alu_enhanced
export VERILOG_FILES = /design/flow/design.v
export SDC_FILE = /design/flow/constraint.sdc
export NUM_CORES = 4
export LEC_CHECK = 1
export CORE_AREA = 10 10 70 70
export DIE_AREA = 0 0 80 80
</file>
<file path="flow/constraint.sdc">
current_design alu_enhanced

set clk_period 3.0
set clk_io_pct 0.2

create_clock -name clk0 -period $clk_period

set non_clock_inputs [all_inputs -no_clocks]
set_input_delay [expr $clk_period * $clk_io_pct] -clock clk0 $non_clock_inputs
set_output_delay [expr $clk_period * $clk_io_pct] -clock clk0 [all_outputs]
</file>
<file path="flow/design.v">
module alu_enhanced # (parameter width = 4)
            (input logic signed [width-1:0] a, b,
            input logic [2:0] alu_control,
            output logic signed [width*2-1:0] result,  
            output logic [3:0] alu_flags);
logic [width-1:0] condinvb;
logic [width*2-1:0] sum;
assign condinvb = alu_control[0] ? ~b : b;
assign sum = a + condinvb + alu_control[0];
always_comb begin : alwayscmb
    case (alu_control[1:0])
        3'b000: result = sum;
        3'b001: result = sum;
        3'b010: result = a & b;
        3'b011: result = a | b;
        3'b100: result = a * b;
        3'b101: result = a / b;
        3'b110: result = a >>> b;
        3'b111: result = a <<< b;
    endcase
    alu_flags[3] = result[width-1];
    alu_flags[2] = (result == 0);
    alu_flags[1] =  ~(alu_control[1]) & sum[width];
    alu_flags[0] = ~(alu_control[1]) & (a[width-1] ^ sum[width-1]) & ~(alu_control[0] ^ a[width-1] ^ b[width-1]); 
end
endmodule
</file>
==> summary.txt <==
Status -> finished, final reports clean
Arrival time at the worst endpoint -> 2.28 ns
Post-synth top area cell -> ha_1
Slew @ Worst Pin -> 0.234 ns
Leakage -> 0.415 nW
Max-Cap Viols -> 0
Worst-path fanout max -> 3
Finish-stage setup viols -> 0
Per-cell routed wire length -> 10.3 um
Sw Ratio -> 38.2%
Internal power -> 0.000127 W
GP Congestion -> 0.892
Total grt overflow -> 0
Clock power share -> 0%
Syn Area/Cell -> 7.59 um^2
Worst hold path class -> input port to primary output
Drt total wl -> 1370 um
Placed cell count -> 123
Global-route wire length before repair -> 2180 um
Fill cells -> 376
Final Max Tran Viols -> 0
FP Util -> 10.0%
Top cells by area -> ha_1, buf_4, xor2_1
Via Count -> 453
Logic pwr share -> 100.0%
Crit path DRT -> 2.40 ns
Yosys Instances -> 45
Yosys stat chip area -> 342 um^2
Hold path endpoint -> result[1]
Pin count of the biggest net entering global routing -> 7
Max frequency -> 347 MHz
IO Port Bufs -> 22
Synthesized area -> 342 um^2
Hold depth -> 5
Vias in the first global route -> 483
Register area -> 0 um^2
DR iter-0 viols -> 8
Width of the die -> 80 um
Flop pwr share -> 0%
Die area -> 0.00640 mm^2
Yosys top cell by instances -> buf_4
Setup Crit Path Kind -> input port to primary output
Gr usage total -> 4.03%
P_sw -> 0.0000786 W
Unique cell types -> 27
Setup repair after global routing missed its margin -> false
DP Wirelength -> 1090 um
First drt pass iteration count -> 4
Sequential fraction of the synthesis area -> 0%
Yosys warning count -> 1
Area leader share -> 11.0%
Final Non-Filler Cells -> 133
CTS Hold Bufs -> 0
Vias per Instance -> 3.41
Final Hold Fails -> 0
Max rail drop VDD -> 56.7 uV
Fin crit period -> 2.88 ns
Number of top-level pins -> 23
Tool warnings -> 34
Nature of the critical path endpoint -> primary output
Core Box Area -> 0.00342 mm^2
# rows -> 21
Max-slew headroom -> 84.3%
Area growth syn-to-layout -> 157%
Initial antenna violation count -> 0
Post-Layout Inst Area -> 877 um^2
Placed Area -> 691 um^2
DRC -> 0
P per Cell Area -> 234 mW/mm^2
Inserted Diodes -> 0
Clock buf count -> 0
Share of cells above drive strength 1 -> 58.6%
Period utilization -> 96.1%
Hold Crit Start -> b[1]
Seq_cells -> 0
Post-DRT Antenna Nets -> 0
Cells after synthesis -> 45
Die Ht -> 80 um
CP startpoint kind -> input port
==> layout by cell type, fill, tap and decap left out, drive strengths merged <==
cell / netlist / layout
ha: 3 / 3
nand2b: 1 / 1
o211a: 1 / 1
clkbuf: 0 / 2
a21oi: 4 / 4
xor2: 3 / 3
buf: 5 / 29
nand3b: 1 / 1
inv: 4 / 4
clkdlybuf4s15: 0 / 1
o21ai: 4 / 4
maj3: 1 / 1
nor2: 1 / 1
nor2b: 2 / 2
dlygate4sd2: 0 / 5
or3: 1 / 1
o22ai: 3 / 3
a221oi: 1 / 1
fa: 1 / 1
nor4: 1 / 1
nand2: 3 / 3
dlymetal6s2s: 0 / 3
or2: 1 / 1
mux2i: 2 / 2
clkdlybuf4s50: 0 / 7
xnor2: 2 / 2
==> power groups by stage <==
stage	clock network, W	logic [W]	registers (W)
4_1_cts	0	0.000192	0
5_1_grt	0	0.000223	0
6_report	0	0.000205	0
==> final cells by class <==
cell class                 instances  area [um^2]  area share [%]
inverter                           4         15.0            1.71
tap                               46         57.6            6.56
multi-input combinational         36          399            45.5
timing repair buffer              47          405            46.2
==> through the flow <==
| step | util (%) | power [W] | worst slack (ns) | TNS, ns | hold WS, ns |
|---|---|---|---|---|---|
| detailed placement | 20.2 | 0.000150 | -0.761 | -4.08 | 2.34 |
| floorplan | - | 0.0000642 | 0.414 | 0 | 1.25 |
| global placement | 20.2 | 0.000149 | -0.692 | -3.96 | 2.32 |
| global route | 25.7 | 0.000223 | 0.0274 | 0 | 1.79 |
| CTS | 24.3 | 0.000192 | -0.0581 | -0.0697 | 1.94 |
| finish | 25.7 | 0.000205 | 0.116 | 0 | 1.75 |
==> worst max path at each step <==
stage,start,endpoint,slack (ns),cells after the start
CTS,a[2],alu_flags[0],-0.06,9
global route,alu_control[0],result[3],0.03,11
finish,alu_control[0],result[3],0.12,11
==> critical path: stages <==
cell	delay, ns
buf_2	0.13
buf_6	0.13
xor2_2	0.15
ha_4	0.28
buf_4	0.13
nand2_2	0.06
o21ai_4	0.19
xnor2_4	0.15
o21ai_2	0.09
buf_4	0.13
dlygate4sd2_1	0.24
==> kinds of logic (layout without fill, tap and decap cells) <==
logic type,after synthesis,count (layout),share of synthesized area (%)
AOI/OAI and AO/OA,13,13,24.9
and+or+nand+nor,11,11,17.6
buffers and inverters,9,51,16.5
adders and majority gates,5,5,20.1
xor gates and xnor gates,5,5,15.0
muxes,2,2,5.86
==> what timing repair did <==
action | CTS | global route
setup buffers | 11 | 0
resized | 34 | 15
pin swaps | 10 | 8
setup endpoints to repair | 8 | 6
==> metal layers <==
metal  track usage, %  vias to the layer above  share of wire (%)
met4                0                        0                  0
met5                0                        -                  0
li1                 -                      242                  -
met3            0.568                        0                5.4
met2             6.90                       10                 48
met1             5.51                      201                 47
Power figures rest on the tool's default switching activity, not on a simulated workload.
