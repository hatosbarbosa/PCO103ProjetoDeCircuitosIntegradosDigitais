==> design/flow/design.v <==
module adder #(parameter N = 8) 
					(input logic [N-1:0] a, b,
					input logic cin,
					output logic [N-1:0] s,
					output logic cout);
assign {cout, s} = a+b+ cin;
endmodule
==> design/flow/run.sh <==
#!/bin/bash
# OpenROAD 26Q1-2900-gdf79404cd8, Yosys 0.63+post, stock flow scripts
make -C /OpenROAD-flow-scripts/flow DESIGN_CONFIG=/design/flow/config.mk WORK_HOME=/design/flow/orfs finish
==> design/flow/config.mk <==
export PLATFORM = sky130hd
export DESIGN_NAME = adder
export DESIGN_NICKNAME = adder
export VERILOG_FILES = /design/flow/design.v
export SDC_FILE = /design/flow/constraint.sdc
export NUM_CORES = 4
export LEC_CHECK = 1
export CORE_AREA = 10 10 70 70
export DIE_AREA = 0 0 80 80
==> design/flow/constraint.sdc <==
current_design adder

set clk_period 7.7
set clk_io_pct 0.2

create_clock -name clk0 -period $clk_period

set non_clock_inputs [all_inputs -no_clocks]
set_input_delay [expr $clk_period * $clk_io_pct] -clock clk0 $non_clock_inputs
set_output_delay [expr $clk_period * $clk_io_pct] -clock clk0 [all_outputs]
==> out/metrics.cfg <==
[run_status]
result_of_the_run = completed

[die]
die_height_um = 80
die_x_um = 80
die-area_um2 = 6400
design.portCount = 26
floorplanUtilization_pct = 9.71
area_inside_the_core_boundary_um2 = 3420
row_cnt = 21

[cells_and_area]
lay_top_count = clkdlybuf4s50_1
nClkBuffers = 0
design.seq.count = 0
mi_logic_area_um2 = 320
layout.area.seq_um2 = 0
drive_gt1_share_pct = 1.47
final.fill_count = 384
post-route-util_pct = 19.0
syn2layout_area_growth_pct = 95.8
final_cell_mix = 26 x clkdlybuf4s50_1, 7 x ha_1, 5 x a21oi_1, 3 x nand2_1

[placed_design]
gpl.final_weighted_congestion = 0.805
total_of_buffers_placed_on_input_and_output_ports = 26
dpl.hpwl_um = 999

[min_path]
worstHoldPathType = primary input to output port
worstHoldPathCells = 3

[synthesis]
synth.yosys.seq_area_share_pct = 0
synth_area_um2 = 332
yosys.stat.chipArea_um2 = 332
ys_cells = 42
avgSynthCellArea_um2 = 7.89
synth_cell_type_count = 20
synth_cells = 42
yosys_warning_tally = 0

[clocking]
cts_hold_buffers = 0
post_cts.resized_instances = 0
post-cts-setup-buffers = 0

[final_timing]
final-setup-viol-count = 0
finalWorstPathRequiredPeriod_ns = 5.48
hold_viol = 0
count_of_final_max_slew_check_failures = 0
timing.setup.tns_ns = 0
unrepaired_setup_endpoints_after_global_routing = false
upper_clock_frequency_limit_mhz = 183
period_used_pct = 71.1
max-slew-margin-rel_pct = 76.7
tightest_slew_ns = 0.341

[setup_path]
worst_path_cell_chain = clkdlybuf4s50_1 > fa_1 > fa_1 > a21oi_1 > nor2_1 > nor2_1 > xnor2_1 > clkdlybuf4s50_1
worstPathRequired_ns = 6.16
timing.critical_path.slowest_stage_cell = clkdlybuf4s50_1
startpoint_of_the_worst_setup_timing_path = a[0]
critPathCapture = s[6]
cp_data_arrival_time_ns = 3.94
worst-setup-path-type = primary input to output port
critical_path_end_type = output port
critical-path-max-stage-delay_ns = 0.49
critical_path_fanout_max = 2
cp-start-kind = primary input

[grt]
first_global_vias = 394
wire_length_of_the_first_global_routing_pass_mm = 1.81
grt_start_max_net_pins = 7
grtUsageTotal_pct = 3.35
antenna_found_initial = 0
grt.overflow.total = 0

[pwr]
power_switching_uw = 17.2
vdd.ir_drop.worst_uv = 28.7
sw_frac_of_total_pct = 33.9
clock_power_share_pct = 0
power_density_nw_per_um2 = 78.2
power.internal_uw = 33.6
total_leakage_power_uw = 0.000258
power.share.sequential_pct = 0
combPwrFrac_pct = 100.0

[detailed_routing]
drt_first_iter_violations = 8
routed_wire_length_per_instance_um = 9.55
drc_errors = 0
detail-route-antenna-nets = 0
drt_first_pass_iters = 2
route.detailed.vias_per_inst = 3.45
drt_wl_total_mm = 1.09
antenna_cells = 0
num_vias = 393

[run]
cap_viol_max_count = 0
number_of_logged_tool_warnings = 32

## power by group through the flow
stage	combinational [uW]	sequential, uW	clock, uW
final	50.8	0	0
after global routing	57.0	0	0
after CTS	51.8	0	0
## worst min path at each step
| stage | startpoint | end | slack, ns |
|---|---|---|---|
| 4_1_cts | cin | s[0] | 4.17 |
| 5_1_grt | cin | s[0] | 4.21 |
| 6_report | cin | s[0] | 4.16 |
## critical path: cells and delay by family
kind	cells	cell delay (ns)
buffers and inverters	2	0.92
adder cells (fa/ha/maj)	2	0.87
AND/OR/NAND/NOR	2	0.24
AND-OR/OR-AND	1	0.22
XOR/XNOR	1	0.15
## Yosys cell counts
cell	n	area share [%]
nor3_1	2	3.0
nand2_1	3	3.4
o21ai_0	1	1.5
a21o_1	2	4.5
xnor2_1	2	5.3
a2111oi_0	1	2.6
a311o_1	2	6.0
xor2_1	2	5.3
nor2b_1	2	3.8
mux2i_1	1	3.0
nor4_1	1	1.9
inv_2	1	1.1
a221oi_1	1	2.6
nand3_1	2	3.0
fa_1	2	12
nor2_1	2	2.3
a21oi_1	5	7.5
o21bai_1	1	2.3
inv_1	2	2.3
ha_1	7	26
## stage by stage
step,instance area [um^2],power (uW),std cells,setup slack [ns],hold WS [ns]
floorplan,332,20.0,42,3.32,3.18
global placement,649,51.0,114,2.26,4.17
detailed placement,649,51.3,114,2.23,4.17
finish,649,50.8,114,2.22,4.16
CTS,649,51.8,114,2.21,4.17
global route,649,57.0,114,2.10,4.21
## logic make-up (layout without fill, tap and decap cells)
group / Yosys count / after routing / share of synthesized area [%]
AND-OR/OR-AND: 13 / 13 / 27.2
AND/OR/NAND/NOR: 12 / 12 / 17.4
adder cells (fa/ha/maj): 9 / 9 / 38.5
XOR/XNOR: 4 / 4 / 10.6
buffers and inverters: 3 / 29 / 3.40
multiplexers: 1 / 1 / 3.02
## routing by layer
layer | GRT usage (%) | wire length, um
met2 | 4.65 | 369
met5 | 0 | 0
met4 | 0 | 0
met1 | 5.04 | 570
met3 | 1.25 | 149
## cell type report
cell class | count | share of cell area [%]
multi-input combinational | 39 | 49.3
inverter | 3 | 1.73
tap | 46 | 8.86
timing repair buffer | 26 | 40.1
Power figures rest on the tool's default switching activity, not on a simulated workload.
